$ cat ./design.v
`timescale 1ns/1ps 
module StreamController_1 (
  input  wire          ivalid,
  output wire          iready,
  output wire          ovalid,
  input  wire          oready,
  output wire          en_0,
  input  wire          clk,
  input  wire          resetn
);
  reg                 full_bit;
  assign iready = ((! full_bit) || oready);
  assign ovalid = full_bit;
  assign en_0 = (ivalid && ((! full_bit) || oready));
  always @(posedge clk or negedge resetn) begin
    if(!resetn) begin
      full_bit <= 1'b0;
    end else begin
      full_bit <= (ivalid || (full_bit && (! oready)));
    end
  end
endmodule
module cntpix(
	input			clk,
	input			rst_n,
	input			en_1,
	input			input_last,
	input			output_valid,
	input			output_ready,
	output reg[3:0]		state,
	output reg		output_last
);
reg[20:0]		cnt_pix;
reg			input_last_reg;
reg[3:0]		last_state;
always@(posedge clk or negedge rst_n) begin
	if(~rst_n) begin
		cnt_pix	<= 'd0;
	end
	else begin
		if(state[1] || state[0]) begin
			if(en_1) begin
				cnt_pix	<= cnt_pix + 'd1;
			end
		end
		else if(state[2]) begin
			cnt_pix	<= cnt_pix + 'd1;
		end
	end
end
always@* begin
	if(cnt_pix < 'd1026) begin					 
		state	= 'b0001;
	end
	else if((cnt_pix >= 'd1026) && (cnt_pix < 'd1049599)) begin	 
		state	= 'b0010;
	end
	else if((cnt_pix >= 'd1049599) && (cnt_pix < 'd1049605)) begin	 
		state	= 'b0100;
	end
	else if(cnt_pix >= 'd1049605)begin				 
		state	= 'b1000;
	end
	else begin
		state	= 'b0000;
	end
end
always@(posedge clk or negedge rst_n) begin
	if(~rst_n) begin
		last_state	<= 'b0;
	end
	else begin
		last_state	<= state;
	end
end
always@(posedge clk or negedge rst_n) begin
	if(~rst_n) begin
		output_last	<= 'b0;
	end
	else begin
		if(output_last == 'b0) begin
			if((last_state == 'b0100) && (state == 'b1000)) begin
				output_last	<= 'b1;
			end
		end
		else begin
			if(output_valid && output_ready) begin
				output_last	<= 'b0;
			end
		end
	end
end
endmodule
module conv(
	input			clk,
	input			rst_n,
	input			en_1,
	input			en_2,
	input			en_3,
	input			en_4,
	input			en_5,
	input[3:0]		state,
	input[7:0]		pix_00,		 
	input[7:0]		pix_01,
	input[7:0]		pix_02,
	input[7:0]		pix_10,
	input[7:0]		pix_11,
	input[7:0]		pix_12,
	input[7:0]		pix_20,
	input[7:0]		pix_21,
	input[7:0]		pix_22,
	input signed[7:0]	coe_00_in,	 
	input signed[7:0]	coe_01_in,
	input signed[7:0]	coe_02_in,
	input signed[7:0]	coe_10_in,
	input signed[7:0]	coe_11_in,
	input signed[7:0]	coe_12_in,
	input signed[7:0]	coe_20_in,
	input signed[7:0]	coe_21_in,
	input signed[7:0]	coe_22_in,
	output signed[7:0]	conv_out
);
reg signed[7:0]		coe_00;
reg signed[7:0]		coe_01;
reg signed[7:0]		coe_02;
reg signed[7:0]		coe_10;
reg signed[7:0]		coe_11;
reg signed[7:0]		coe_12;
reg signed[7:0]		coe_20;
reg signed[7:0]		coe_21;
reg signed[7:0]		coe_22;
reg signed[16:0]	prod00;
reg signed[16:0]	prod01;
reg signed[16:0]	prod02;
reg signed[16:0]	prod10;
reg signed[16:0]	prod11;
reg signed[16:0]	prod12;
reg signed[16:0]	prod20;
reg signed[16:0]	prod21;
reg signed[16:0]	prod22;
reg signed[20:0]	sum_temp200;
reg signed[20:0]	sum_temp122;
reg signed[20:0]	sum_temp121;
reg signed[20:0]	sum_temp112;
reg signed[20:0]	sum_temp111;
reg signed[20:0]	sum_temp20;
reg signed[20:0]	sum_temp12;
reg signed[20:0]	sum_temp11;
reg signed[20:0]	sum_temp2;
reg signed[20:0]	sum_temp1;
reg signed[20:0]	sum;
always@(posedge clk or negedge rst_n) begin
	if(~rst_n) begin
		coe_00	<= 'b0;
		coe_01	<= 'b0;
		coe_02	<= 'b0;
		coe_10	<= 'b0;
		coe_11	<= 'b0;
		coe_12	<= 'b0;
		coe_20	<= 'b0;
		coe_21	<= 'b0;
		coe_22	<= 'b0;
	end
	else begin
		coe_00	<= coe_00_in;
		coe_01	<= coe_01_in;
		coe_02	<= coe_02_in;
		coe_10	<= coe_10_in;
		coe_11	<= coe_11_in;
		coe_12	<= coe_12_in;
		coe_20	<= coe_20_in;
		coe_21	<= coe_21_in;
		coe_22	<= coe_22_in;
	end
end
always@(posedge clk or negedge rst_n) begin
	if(~rst_n) begin
		prod00		<= 'b0;
		prod01		<= 'b0;
		prod02		<= 'b0;
		prod10		<= 'b0;
		prod11		<= 'b0;
		prod12		<= 'b0;
		prod20		<= 'b0;
		prod21		<= 'b0;
		prod22		<= 'b0;
		sum		<= 'b0;
		sum_temp1	<= 'b0;
		sum_temp2	<= 'b0;
		sum_temp11	<= 'b0;
		sum_temp12	<= 'b0;
		sum_temp20	<= 'b0;
		sum_temp111	<= 'b0;
		sum_temp112	<= 'b0;
		sum_temp121	<= 'b0;
		sum_temp122	<= 'b0;
		sum_temp200	<= 'b0;
	end
	else begin
		if(en_1) begin
			prod00		<= $signed({1'b0, pix_00}) * coe_00;
			prod01		<= $signed({1'b0, pix_01}) * coe_01;
			prod02		<= $signed({1'b0, pix_02}) * coe_02;
			prod10		<= $signed({1'b0, pix_10}) * coe_10;
			prod11		<= $signed({1'b0, pix_11}) * coe_11;
			prod12		<= $signed({1'b0, pix_12}) * coe_12;
			prod20		<= $signed({1'b0, pix_20}) * coe_20;
			prod21		<= $signed({1'b0, pix_21}) * coe_21;
			prod22		<= $signed({1'b0, pix_22}) * coe_22;
		end
		if(en_5) begin
			sum		<= sum_temp1 + sum_temp2;
		end
		if(en_4) begin
			sum_temp1	<= sum_temp11 + sum_temp12;
			sum_temp2	<= sum_temp20;
		end
		if(en_3) begin
			sum_temp11	<= sum_temp111 + sum_temp112;
			sum_temp12	<= sum_temp121 + sum_temp122;
			sum_temp20	<= sum_temp200;
		end
		if(en_2) begin
			sum_temp111	<= prod00 + prod01;
			sum_temp112	<= prod02 + prod10;
			sum_temp121	<= prod11 + prod12;
			sum_temp122	<= prod20 + prod21;
			sum_temp200	<= prod22;
		end
	end
end
assign conv_out = $signed({sum[20], sum[13:7]});
endmodule
module plug_sc(
	input		ivalid,
	input		oready,
	input[3:0]	state,
	output reg	iready,
	output reg	ovalid
);
always@* begin
	case(state)
		'b0001: begin
			iready	= 'b1;
			ovalid	= 'b0;
		end
		'b0010: begin
			iready	= oready;
			ovalid	= ivalid;
		end
		'b0100: begin
			iready	= oready;
			ovalid	= 'b1;
		end
		default: begin
			iready	= 'b0;
			ovalid	= 'b0;
		end
	endcase
end
endmodule
module ram2b(
  input       clk,
  input[10:0] a,     
  input[1:0]  d,     
  input       we,    
  input       dpra,  
  output      dpo    
);
  reg[1:0] mem[0:10];
  always @(posedge clk) begin
    if(we) mem[a] <= d;
  end
  assign dpo = mem[dpra];
endmodule
module ram8b(
  input       clk,
  input[10:0] a,     
  input[7:0]  d,     
  input       we,    
  input       dpra,  
  output      dpo    
);
  reg[7:0] mem[0:10];
  always @(posedge clk) begin
    if(we) mem[a] <= d;
  end
  assign dpo = mem[dpra];
endmodule
module ram14b(
  input       clk,
  input[10:0] a,     
  input[13:0] d,     
  input       we,    
  input       dpra,  
  output      dpo    
);
  reg[13:0] mem[0:10];
  always @(posedge clk) begin
    if(we) mem[a] <= d;
  end
  assign dpo = mem[dpra];
endmodule
module relu(
	input			clk,
	input			rst_n,
	input			en_1,
	input signed[7:0]	data_in,
	output reg[7:0]		data_out
);
always@(posedge clk or negedge rst_n)begin
	if(~rst_n) begin
		data_out	<= 'b0;
	end
	else begin
		if(en_1) begin
			if(data_in[7]) begin	 
				data_out	<= 'b0;
			end
			else begin		 
				data_out	<= data_in;
			end
		end
	end
end
endmodule
module top_set(
	input			clk,
	input			rst_n,
	input[7:0]		input_axi_data,
	input			input_axi_keep,
	input			input_axi_last,
	input			input_axi_valid,
	input			output_axi_ready,
	input signed[7:0]	coe_00_in,
	input signed[7:0]	coe_01_in,
	input signed[7:0]	coe_02_in,
	input signed[7:0]	coe_10_in,
	input signed[7:0]	coe_11_in,
	input signed[7:0]	coe_12_in,
	input signed[7:0]	coe_20_in,
	input signed[7:0]	coe_21_in,
	input signed[7:0]	coe_22_in,
	output			input_axi_ready,
	output[7:0]		output_axi_data,
	output			output_axi_valid,
	output			output_axi_last,
	output			output_axi_keep,
	output			sc1_window_en
);
wire[3:0]		state;
wire[7:0]		win_ram1_rdata;
wire[7:0]		win_ram2_rdata;
wire[7:0]		win_ram1_wdata;
wire[10:0]		win_ram1_waddr;
wire[10:0]		win_ram1_raddr;
wire[7:0]		win_ram2_wdata;
wire[10:0]		win_ram2_waddr;
wire[10:0]		win_ram2_raddr;
wire[7:0]		pix_00;
wire[7:0]		pix_01;
wire[7:0]		pix_02;
wire[7:0]		pix_10;
wire[7:0]		pix_11;
wire[7:0]		pix_12;
wire[7:0]		pix_20;
wire[7:0]		pix_21;
wire[7:0]		pix_22;
wire[7:0]		conv_out;
assign output_axi_keep = 1;
cntpix		u_cntpix(
	.clk		(clk			),
	.rst_n		(rst_n			),
	.en_1		(sc1_window_en		),
	.input_last	(input_axi_last		),
	.output_valid	(output_axi_valid	),
	.output_ready	(output_axi_ready	),
	.state		(state			),
	.output_last	(output_axi_last	)
);
StreamController_1	u1_sc_window(
	.ivalid		(input_axi_valid	),
	.iready		(input_axi_ready	),
	.ovalid		(sc1_window_ovalid	),
	.oready		(sc1_window_oready && (~win_not_ready)	),
	.en_0		(sc1_window_en		),
	.clk		(clk			),
	.resetn		(rst_n			)
);
plug_sc			u_plug_sc(
	.ivalid		(sc1_window_ovalid	),
	.oready		(sc1_conv_iready	),
	.state		(state			),
	.iready		(sc1_window_oready	),
	.ovalid		(sc1_conv_ivalid	)
);
window			u_window(
	.clk		(clk			),
	.rst_n		(rst_n			),
	.en_1		(sc1_window_en		),
	.state		(state			),
	.pix_in		(input_axi_data		),
	.ram1_rdata	(win_ram1_rdata		),
	.ram2_rdata	(win_ram2_rdata		),
	.ram1_wdata	(win_ram1_wdata		),
	.ram1_waddr	(win_ram1_waddr		),
	.ram1_raddr	(win_ram1_raddr		),
	.ram2_wdata	(win_ram2_wdata		),
	.ram2_waddr	(win_ram2_waddr		),
	.ram2_raddr	(win_ram2_raddr		),
	.win_ram_wen	(win_ram_wen		),
	.pix_00		(pix_00			),
	.pix_01		(pix_01			),
	.pix_02		(pix_02			),
	.pix_10		(pix_10			),
	.pix_11		(pix_11			),
	.pix_12		(pix_12			),
	.pix_20		(pix_20			),
	.pix_21		(pix_21			),
	.pix_22		(pix_22			),
	.en_window	(en_window		),
	.not_ready	(win_not_ready		),
	.not_valid	(win_not_valid		)
);
ram8b		u1_ram8b(
	.a		(win_ram1_waddr		),
	.d		(win_ram1_wdata		),
	.dpra		(win_ram1_raddr		),
	.clk		(clk			),
	.we		(win_ram_wen		),
	.dpo		(win_ram1_rdata		)
);
ram8b		u2_ram8b(
	.a		(win_ram2_waddr		),
	.d		(win_ram2_wdata		),
	.dpra		(win_ram2_raddr		),
	.clk		(clk			),
	.we		(win_ram_wen		),
	.dpo		(win_ram2_rdata		)
);
StreamController_1	u1_sc_conv(
	.ivalid		(sc1_conv_ivalid && (~win_not_valid)	),
	.iready		(sc1_conv_iready	),
	.ovalid		(sc1_conv_ovalid	),
	.oready		(sc1_conv_oready	),
	.en_0		(sc1_conv_en		),
	.clk		(clk			),
	.resetn		(rst_n			)
);
StreamController_1	u2_sc_conv(
	.ivalid		(sc1_conv_ovalid	),
	.iready		(sc1_conv_oready	),
	.ovalid		(sc2_conv_ovalid	),
	.oready		(sc2_conv_oready	),
	.en_0		(sc2_conv_en		),
	.clk		(clk			),
	.resetn		(rst_n			)
);
StreamController_1	u3_sc_conv(
	.ivalid		(sc2_conv_ovalid	),
	.iready		(sc2_conv_oready	),
	.ovalid		(sc3_conv_ovalid	),
	.oready		(sc3_conv_oready	),
	.en_0		(sc3_conv_en		),
	.clk		(clk			),
	.resetn		(rst_n			)
);
StreamController_1	u4_sc_conv(
	.ivalid		(sc3_conv_ovalid	),
	.iready		(sc3_conv_oready	),
	.ovalid		(sc4_conv_ovalid	),
	.oready		(sc4_conv_oready	),
	.en_0		(sc4_conv_en		),
	.clk		(clk			),
	.resetn		(rst_n			)
);
StreamController_1	u5_sc_conv(
	.ivalid		(sc4_conv_ovalid	),
	.iready		(sc4_conv_oready	),
	.ovalid		(sc5_conv_ovalid	),
	.oready		(sc5_conv_oready	),
	.en_0		(sc5_conv_en		),
	.clk		(clk			),
	.resetn		(rst_n			)
);
conv			u_conv(
	.clk		(clk			),
	.rst_n		(rst_n			),
	.en_1		(sc1_conv_en		),
	.en_2		(sc2_conv_en		),
	.en_3		(sc3_conv_en		),
	.en_4		(sc4_conv_en		),
	.en_5		(sc5_conv_en		),
	.state		(state			),
	.pix_00		(pix_00			),
	.pix_01		(pix_01			),
	.pix_02		(pix_02			),
	.pix_10		(pix_10			),
	.pix_11		(pix_11			),
	.pix_12		(pix_12			),
	.pix_20		(pix_20			),
	.pix_21		(pix_21			),
	.pix_22		(pix_22			),
	.coe_00_in	(coe_00_in		),
	.coe_01_in	(coe_01_in		),
	.coe_02_in	(coe_02_in		),
	.coe_10_in	(coe_10_in		),
	.coe_11_in	(coe_11_in		),
	.coe_12_in	(coe_12_in		),
	.coe_20_in	(coe_20_in		),
	.coe_21_in	(coe_21_in		),
	.coe_22_in	(coe_22_in		),
	.conv_out	(conv_out		)
);
StreamController_1	u1_sc_relu(
	.ivalid		(sc5_conv_ovalid	),
	.iready		(sc5_conv_oready	),
	.ovalid		(output_axi_valid	),
	.oready		(output_axi_ready	),
	.en_0		(sc1_relu_en		),
	.clk		(clk			),
	.resetn		(rst_n			)
);
relu			u_relu(
	.clk		(clk			),
	.rst_n		(rst_n			),
	.en_1		(sc1_relu_en		),
	.data_in	(conv_out		),
	.data_out	(output_axi_data	)
);
endmodule
module window(
	input			clk,
	input			rst_n,
	input			en_1,
	input[3:0]		state,
	input[7:0]		pix_in,
	input[7:0]		ram1_rdata,
	input[7:0]		ram2_rdata,
	output[7:0]		ram1_wdata,
	output reg[10:0]	ram1_waddr,
	output reg[10:0]	ram1_raddr,
	output reg[7:0]		ram2_wdata,
	output[10:0]		ram2_waddr,
	output[10:0]		ram2_raddr,
	output			win_ram_wen,
	output reg[13:0]	pix_00,
	output reg[13:0]	pix_01,
	output reg[13:0]	pix_02,
	output reg[13:0]	pix_10,
	output reg[13:0]	pix_11,
	output reg[13:0]	pix_12,
	output reg[13:0]	pix_20,
	output reg[13:0]	pix_21,
	output reg[13:0]	pix_22,
	output reg		en_window,
	output			not_ready,
	output			not_valid
);
wire			write0;
reg[7:0]		ram1_rdata_dly1;
reg[7:0]		ram2_rdata_dly1;
assign write0 = (ram2_waddr == 'd1024) ? 'b1 : 'b0;
assign not_ready = write0;
assign not_valid = (ram2_raddr == 'd1024) ? 'b1 : 'b0;
always@(posedge clk) begin
	ram1_rdata_dly1	<= ram1_rdata;
	ram2_rdata_dly1	<= ram2_rdata;
end
always@* begin
	case(state)
		'b0001:		en_window = en_1 || write0;
		'b0010:		en_window = en_1 || write0;
		'b0100:		en_window = 'b1;
		'b1000: 	en_window = 'b0;
		default:	en_window = 'b0;
	endcase
end
always@(posedge clk or negedge rst_n) begin
	if(~rst_n) begin
		pix_00	<= 'b0;
		pix_01	<= 'b0;
		pix_02	<= 'b0;
		pix_10	<= 'b0;
		pix_11	<= 'b0;
		pix_12	<= 'b0;
		pix_20	<= 'b0;
		pix_21	<= 'b0;
		pix_22	<= 'b0;
	end
	else begin
		if(en_window) begin
			pix_00	<= pix_01;
			pix_01	<= pix_02;
			pix_02	<= ram1_rdata_dly1;
			pix_10	<= pix_11;
			pix_11	<= pix_12;
			pix_12	<= ram2_rdata_dly1;
			pix_20	<= pix_21;
			pix_21	<= pix_22;
			pix_22	<= write0 ? 'b0 : pix_in;
		end
	end
end
always@(posedge clk or negedge rst_n) begin
	if(~rst_n) begin
		ram1_waddr	<= 'd0;
		ram1_raddr	<= 'd1;
	end
	else begin
		if(en_window) begin
			if(ram1_waddr < 'd1024) begin
				ram1_waddr	<= ram1_waddr + 1;
			end
			else begin
				ram1_waddr	<= 'b0;
			end
			if(ram1_raddr < 'd1024) begin
				ram1_raddr	<= ram1_raddr + 1;
			end
			else begin
				ram1_raddr	<= 'b0;
			end
		end
	end
end
assign ram1_wdata = ram2_rdata;
always@* begin
	if(state[0] || state[1]) begin
		if(~write0) begin
			ram2_wdata	= pix_in;
		end
		else begin
			ram2_wdata	= 'b0;
		end
	end
	else begin
		ram2_wdata	= 'b0;
	end
end
assign ram2_waddr = ram1_waddr;
assign ram2_raddr = ram1_raddr;
assign win_ram_wen = en_window;
endmodule
$ cat ./run.sh
#!/bin/bash
# OpenROAD 26Q1-2900-gdf79404cd8, Yosys 0.63+post, stock flow scripts
make -C /OpenROAD-flow-scripts/flow DESIGN_CONFIG=/design/flow/config.mk WORK_HOME=/design/flow/orfs finish
$ cat ./config.mk
export PLATFORM = sky130hd
export DESIGN_NAME = top_set
export DESIGN_NICKNAME = top_set
export VERILOG_FILES = /design/flow/design.v
export SDC_FILE = /design/flow/constraint.sdc
export NUM_CORES = 4
export LEC_CHECK = 1
export CORE_UTILIZATION = 30
$ cat ./constraint.sdc
current_design top_set

set clk_period 6.1
set clk_io_pct 0.2

create_clock -name clk0 -period $clk_period [get_ports {clk}]

set non_clock_inputs [all_inputs -no_clocks]
set_input_delay [expr $clk_period * $clk_io_pct] -clock clk0 $non_clock_inputs
set_output_delay [expr $clk_period * $clk_io_pct] -clock clk0 [all_outputs]
==> impl_metrics.yaml <==
# generated from flow reports
clocking:
  holdBufCountCts: 0
  clkSinkCount: 460
  cts_resized: 0
  clkLatencyLatePin_ns: 0.62
  tritoncts: "done"
  cts_root_buffer: "clkbuf_16"
  h-tree-depth: 2
  clk_pin_slew_ns: 0.06
  numCtsBuffers: 50
  cts_setup_buffers: 0
  cts_max_path_buffers: 3
global_routing:
  grt_start_max_net_pins: 186
  gr-usage-all-layers: 0.1326
  overflow: 0
  grt_first_pass_wirelength_mm: 98.92
  antenna_found_initial: 1
  grt_pass1_vias: 18690
floorplan:
  core_um2: 93190
  die_w_um: 308.5
  ioPinCount: 99
  chipArea_um2: 95180
  initCoreUtil: 0.3024
  die-height_um: 308.5
  rows: 112
critical_path:
  cp_slowest_cell: "a2111oi_0"
  cp.arrival_ns: 5.36
  cp-start-kind: "flip-flop"
  cpMostUsedCell: "fa_1"
  max_stage_delay_ns: 0.59
  required_ns: 6.54
  cp-end-kind: "flip-flop"
  path_cells: "and2_1 > fa_1 > inv_1 > fa_1 > fa_1 > fa_1 > inv_1 > ha_1 > a21o_1 > a2111oi_0 > o311ai_0 > a21o_1 > a21oi_1 > xor2_1 > o21ai_0"
  worstPathMaxFanout: 10
  worst-setup-path-type: "reg2reg"
synth:
  top_cells_by_count: "582 x nand2_1, 453 x dfrtp_1, 252 x ha_1, 246 x o21ai_0, 225 x inv_1"
  async_reset_ff_frac: 0.9870
  yosys.cell_count.top_type: "nand2_1"
  ys_cells: 2905
  largest_area_cell: "dfrtp_1"
  top_cell_area_share: 0.4022
  postSynthSeqShare: 0.4088
  synth_cell_type_count: 77
  synth-edff-count: 4
  ys.flops: 460
  yosys_most_used_dff: "dfrtp_1"
  yosysWarnings: 44
  avgSynthCellArea_um2: 9.702
  syn_area_um2: 28180
  yosys-top-cells-area: "dfrtp_1 40%, ha_1 11%, fa_1 9.2%"
  yosys_area_um2: 28180
  syn_inst: 2905
status:
  status: "finished clean"
pwr:
  vdd_drop_max_uv: 193.7
  p_per_area_nw_per_um2: 217.8
  total_leakage_power_nw: 15.00
drt:
  wl_per_cell_um: 13.95
  drtPass1Iterations: 24
  drc: 0
  drt_iter0_markers: 1004
  via_count: 19430
  antenna_left: 0
  wl_mm: 59.45
  vias_per_cell: 4.560
placed_design:
  detailed_place_hpwl_mm: 43.79
  io_buffer_count: 94
  dp.cells: 4170
  place.gp.congestion: 0.8595
timing:
  finalHoldViolations: 0
  setup_viol: 0
  rsz0062_at_grt: "false"
  fin_tns_setup_ns: 0
  slew_headroom: 0.4402
  finalCritPeriodShare: 0.8062
  worstMarginPinSlew_ns: 0.8185
  fmax_mhz: 203.3
  final_max_slew_viol_count: 0
  clock-skew-final_ns: 0.04197
  min_period_ns: 4.918
finish:
  area_delta_synth_final_pct: 14.26
  final-seq-area_um2: 11520
  layout-drive-gt1-share: 0.05456
  stdcell_count: 4261
  mi_logic_area_um2: 15390
  nFillCells: 9320
hold_path:
  hold_class: "reg2reg"
flow_run:
  max_cap_violations: 0
  warnings: 50
## state kept, by name (all words and copies together) (netlist names), 11 cells and up
name,cells
u_cntpix.cnt_pix,21
u_conv.sum_temp11,21
u_conv.sum_temp12,21
u_conv.sum_temp1,21
u_conv.sum_temp111,18
u_conv.sum_temp112,18
u_conv.sum_temp121,18
u_conv.sum_temp122,18
u_conv.prod20,17
u_conv.prod21,17
u_conv.prod22,17
u_conv.sum_temp200,17
u_conv.sum_temp20,17
u_conv.sum_temp2,17
u_window.ram1_raddr,11
u_window.ram1_waddr,11
## cell families after synthesis
group / after synthesis / share of synthesized area
simple gates: 1046 / 0.1702
other cells: 2 / 0.0002665
flops: 460 / 0.4088
fa+ha+maj: 382 / 0.2042
compound gates: 527 / 0.1157
xor+xnor: 124 / 0.03853
mux: 41 / 0.01625
buf+inv: 323 / 0.04608
## final timing paths
check / start / endpoint / cells past startpoint / slack [ns]
worst max-delay path: u_window.pix_21[1]$_DFFE_PN0P_ / u_conv.prod21[15]$_DFFE_PN0P_ / 15 / 1.18
worst min-delay path: u_window.ram2_rdata_dly1[0]$_DFF_P_ / u_window.pix_12[0]$_DFFE_PN0P_ / 2 / 0.41
worst max register to register: u_window.pix_21[1]$_DFFE_PN0P_ / u_conv.prod21[15]$_DFFE_PN0P_ / 15 / 1.18
worst min register to register: u_window.ram2_rdata_dly1[0]$_DFF_P_ / u_window.pix_12[0]$_DFFE_PN0P_ / 2 / 0.41
max in group asynchronous: rst_n / u_conv.prod22[1]$_DFFE_PN0P_ / 2 / 4.39
min in group asynchronous: rst_n / u_conv.sum_temp121[5]$_DFFE_PN0P_ / 1 / 0.61
## cell usage in the layout, fill, tap and decap left out, drive strengths merged, types with 10 or more instances in the layout
master | Yosys | final
o21ai | 247 | 247
o21bai | 12 | 12
dfrtp | 453 | 453
clkbuf | 64 | 67
buf | 34 | 16
nand2 | 583 | 583
o31ai | 17 | 17
nand4 | 13 | 13
a211oi | 14 | 14
nand2b | 55 | 55
fa | 130 | 130
nor2b | 19 | 19
nand3 | 45 | 45
a31oi | 10 | 10
ha | 252 | 252
and3 | 17 | 17
nor4 | 14 | 14
o21a | 14 | 14
and2 | 116 | 116
clkdlybuf4s50 | 0 | 93
a21oi | 82 | 82
nor3 | 31 | 31
mux2 | 38 | 38
a21o | 53 | 53
a22o | 10 | 10
xnor2 | 64 | 64
or3 | 14 | 14
xor2 | 60 | 60
nor2 | 105 | 105
o211ai | 14 | 14
clkinv | 0 | 13
inv | 225 | 227
## worst max-delay path: cells and delay by family, from the launching register on
| kind | cells | cell delay, ns |
|---|---|---|
| DFF | 1 | 0.49 |
| and+or+nand+nor | 1 | 0.23 |
| adders and majority gates | 5 | 2.16 |
| xor gates and xnor gates | 1 | 0.15 |
| buffers and inverters | 2 | 0.13 |
| AOI/OAI and AO/OA | 6 | 1.61 |
## where the power goes
| part | internal (mW) | leakage, nW | switching, mW |
|---|---|---|---|
| combinational | 0.304 | 9.29 | 0.371 |
| clock | 1.93 | 0.874 | 1.29 |
| sequential | 3.08 | 4.84 | 0.0387 |
| total | 5.31 | 15.0 | 1.70 |
## per-layer routing
| layer | vias to the layer above | global-route usage | part of all wire |
|---|---|---|---|
| li1 | 9828 | - | - |
| met3 | 66 | 0.02062 | 0.037 |
| met1 | 9288 | 0.2065 | 0.49 |
| met2 | 250 | 0.2034 | 0.45 |
| met5 | - | 0 | 0 |
| met4 | 0 | 0.02187 | 0.020 |
## layout make-up
type                       instances  area share
tap                             1254     0.04872
clock buffer                      67     0.04492
multi-input combinational       2122      0.4779
timing repair buffer             109     0.03404
sequential                       460      0.3578
clock inverter                    23     0.01030
antenna                            1  0.00007771
inverter                         225     0.02623
## metrics by stage
step	total power [mW]	hold WS (ns)	utilization	instance area (um^2)	worst slack, ns
floorplan	3.614	0.3982	-	28180	1.566
global placement	3.862	0.4058	0.3265	30420	1.194
detailed placement	3.861	0.4097	0.3265	30420	1.212
CTS	7.133	0.4198	0.3455	32200	1.173
global route	7.329	0.4288	0.3456	32200	0.9032
finish	7.013	0.4145	0.3456	32200	1.182
Power is estimated from default activity; no workload was simulated.
